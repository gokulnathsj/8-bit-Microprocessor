--- ./config.mk ---
export PLATFORM = sky130hd
export DESIGN_NAME = Add_Sub
export DESIGN_NICKNAME = Add_Sub
export VERILOG_FILES = /design/flow/design.v
export SDC_FILE = /design/flow/constraint.sdc
export NUM_CORES = 4
export LEC_CHECK = 1
export CORE_AREA = 10 10 70 70
export DIE_AREA = 0 0 80 80
--- ./run.sh ---
#!/bin/bash
# OpenROAD 26Q1-2900-gdf79404cd8, Yosys 0.63+post, stock flow scripts
make -C /OpenROAD-flow-scripts/flow DESIGN_CONFIG=/design/flow/config.mk WORK_HOME=/design/flow/orfs finish
--- ./design.v ---
`timescale 1ns / 1ps
module Add_Sub(input [7:0]A,B,
                input su,eu,
                output reg[7:0]S );
    initial begin
        S = 0;
    end
    always @(*)
    begin
        if( eu == 1 )
        begin
            if( su == 0)
                S = A + B;
            else
            if( su == 1 )
            begin
                 S = A - B ;
            end
        end
        else 
            S = 8'bzzzzzzzz;
    end
endmodule
--- ./constraint.sdc ---
current_design Add_Sub

set clk_period 9.2
set clk_io_pct 0.2

create_clock -name clk0 -period $clk_period

set non_clock_inputs [all_inputs -no_clocks]
set_input_delay [expr $clk_period * $clk_io_pct] -clock clk0 $non_clock_inputs
set_output_delay [expr $clk_period * $clk_io_pct] -clock clk0 [all_outputs]
==> results.tsv <==
stage	metric	value	unit
run_status	outcome	finished, final reports clean	
synthesis	synthesized area	467	um^2
layout	flip-flop and latch area	0	um^2
placement	placed insts	131	
clock_network	CTS resizes	0	
setup_path	Worst EP required	7.36	ns
layout	Final Non-Filler Cells	131	
synthesis	Post-synth seq share	0	
pwr	Worst VDD drop	0.0360	mV
die	chip width	80	um
sta	RSZ-0062 raised after global routing	no	
global_routing	gr ovfl total	0	
sta	Final Hold Fails	0	
worst_hold_path	Hold Path End	S[0]	
job	Max Cap Violations	0	
route	DR top layer	met3	
route	Antenna Nets Post-Route	0	
route	routed via count	481	
placement	input/output buffers	25	
clock_network	Setup Buffers After CTS	0	
layout	share of cells above drive strength 1	0.0588	
route	Routed WL per cell	10.1	um
setup_path	CP max FO	3	
sta	Max Clock Freq	158	MHz
synthesis	yosys cell count	61	
route	met1 WL	656	um
pwr	Lkg Pwr	0.311	nW
worst_hold_path	Hold WC Path Type	in -> out	
layout	seq_cells	0	
sta	# setup viols final	0	
die	die area	6400	um^2
route	Pre-Repair DR Iteration Count	4	
route	# DRC	0	
sta	setup slack after layout	2.89	ns
synthesis	Yosys chip area	467	um^2
global_routing	vias in the first global route	497	
placement	Placed Area	771	um^2
synthesis	Netlist cell types	23	
sta	Max-slew headroom	0.819	
sta	Worst-Margin Slew	0.264	ns
layout	area grow syn2layout	65.1	%
global_routing	initial antenna violation count	0	
route	met3 wire length	120	um
pwr	total power	0.0000645	W
die	I/O Pins	26	
global_routing	first-pass GRT wire length	2.17	mm
route	drt total wl	1.32	mm
layout	clock buffers	0	
setup_path	CP Launch Type	input port	
synthesis	Syn Inst Count	61	
global_routing	largest net degree at the start of global routing	8	
setup_path	Worst EP arrival	4.47	ns
worst_hold_path	hold depth	5	
route	DRT iter0 DRCs	13	
die	num rows	21	
die	Die Height	80	um
placement	hpwl dp	1.22	mm
placement	worst slack, placed	2.87	ns
job	OpenROAD warnings	33	
setup_path	CP Class	in -> out	
sta	Tcrit/Tclk final	0.686	
route	Detail Route met2 WL	544	um
placement	placer congestion estimate	0.719	
setup_path	Critical Path End Type	output pin	
layout	most frequent cells in the layout	25 x clkdlybuf4s50_1, 10 x xnor2_1, 9 x inv_1	
global_routing	total track usage	0.0405	
clock_network	Hold Buf Count CTS	0	
route	diode count	0	
sta	Final min period	6.31	ns
worst_hold_path	HP Start	A[0]	
layout	most frequent logic cell in the layout	clkdlybuf4s50_1	
pwr	Pwr Density	83.7	nW/um^2
sta	setup TNS	0	ns
synthesis	Syn Area/Cell	7.65	um^2
synthesis	yosys warns	2	
die	Core ar.	3420	um^2
die	Core Util at FP	0.137	
layout	fin area	771	um^2
route	Vias per Instance	3.67	
sta	Slew Limit Fails	0	
[Yosys cell counts (2+ instances only)]
cell      number  share of area
a21oi_1        3          0.032
a31oi_1        4          0.054
ha_1           8           0.21
inv_1          9          0.072
nand3b_1       2          0.032
nor2_1         5          0.040
nor2b_1        3          0.040
nor3_2         2          0.043
xnor2_1       10           0.19
xor2_1         2          0.038
[where the power goes]
| group | switching (W) | total (W) | internal (W) |
|---|---|---|---|
| Sequential | 0 | 0 | 0 |
| Combinational | 0.0000232 | 0.0000645 | 0.0000413 |
| Clock | 0 | 0 | 0 |
[cell families after synthesis]
family / count (synthesis) / share of synthesized area
XOR/XNOR: 12 / 0.225
AND-OR/OR-AND: 13 / 0.209
buffers and inverters: 10 / 0.0804
AND/OR/NAND/NOR: 16 / 0.206
adder cells (fa/ha/maj): 9 / 0.257
multiplexers: 1 / 0.0214
[critical path, stage by stage]
cell,delay [ns]
clkdlybuf4s50_1,0.53
inv_1,0.06
ha_1,0.27
mux2i_1,0.10
fa_1,0.45
a21o_1,0.19
a21oi_2,0.19
nor2b_1,0.08
o311ai_2,0.25
clkdlybuf4s50_1,0.52
[cell type report]
| class | instances | area (um^2) |
|---|---|---|
| fillers | 392 | 2650 |
| multi-input cells | 51 | 429 |
| repair buffers | 25 | 250 |
| well taps | 46 | 57.6 |
| inverters | 9 | 33.8 |
[per-stage QoR]
| step | utilization | hold WS [ns] |
|---|---|---|
| 5_1_grt | 0.226 | 4.73 |
| 6_report | 0.226 | 4.68 |
| 3_3_place_gp | 0.226 | 4.68 |
| 2_1_floorplan | - | 3.79 |
| 4_1_cts | 0.226 | 4.69 |
| 3_5_place_dp | 0.226 | 4.68 |
[how the worst max path moves through the flow]
stage	to	cells after the start	slack, ns	startpoint
finish	S[6]	10	2.89	B[0]
global route	S[6]	11	2.72	B[0]
CTS	S[6]	11	2.87	B[0]
[routing by layer]
metal | vias up | track usage
met3 | 0 | 0.0148
li1 | 260 | -
met4 | 0 | 0
met1 | 205 | 0.0549
met5 | - | 0
met2 | 16 | 0.0634
Power is estimated from default activity; no workload was simulated.
