==> ./design.v <==
`timescale 1ns / 1ps
module pc(
    input cp,ep,clk,clr,
    output reg[3:0]count
    );
    reg [3:0]temp;
    initial begin 
        temp = 0;
    end
    always@(*)
        if(cp == 1)
            temp = temp + 1; 
    always@( posedge clk )
    begin
       if(  ep == 1 )
       begin
            count <= temp;   
       end 
        else
            count <= 4'bzzzz;
    end
endmodule
==> ./run.sh <==
#!/bin/bash
# OpenROAD 26Q1-2900-gdf79404cd8, Yosys 0.63+post, stock flow scripts
make -C /OpenROAD-flow-scripts/flow DESIGN_CONFIG=/design/flow/config.mk WORK_HOME=/design/flow/orfs finish
==> ./config.mk <==
export PLATFORM = sky130hd
export DESIGN_NAME = pc
export DESIGN_NICKNAME = pc
export VERILOG_FILES = /design/flow/design.v
export SDC_FILE = /design/flow/constraint.sdc
export NUM_CORES = 4
export LEC_CHECK = 1
export CORE_AREA = 10 10 70 70
export DIE_AREA = 0 0 80 80
==> ./constraint.sdc <==
current_design pc

set clk_period 1.0
set clk_io_pct 0.2

create_clock -name clk0 -period $clk_period [get_ports {clk}]

set non_clock_inputs [all_inputs -no_clocks]
set_input_delay [expr $clk_period * $clk_io_pct] -clock clk0 $non_clock_inputs
set_output_delay [expr $clk_period * $clk_io_pct] -clock clk0 [all_outputs]
==> metrics.csv <==
metric,value,unit
Hold Crit Depth,1,
cell accounting for the most synthesized area,dfxtp_1,
status,"complete, no violations",
Final TNS setup,0,ns
period utilization,0.948,
"CP delay by family, top",flip-flops,
Pwr Density,1200,nW/um^2
final tally of setup violations,0,
Ant. Diodes,0,
Clock Path Buffers,2,
most instantiated logic cells after routing,"dfxtp_1, dlygate4sd2_1, dlxtp_1",
library cells used by synthesis,7,
"Cell Area, Synth",179,sq um
WL final,306,um
Slew Limit Headroom,0.911,
chip area,6400,sq um
1st-iter DRT viols,3,
Min-Delay Endpoint,count[1],
Post-synth regs,8,
Resize count post-CTS,4,
worst-path fanout max,1,
GP Congestion,0.650,
overall routing resource usage,0.00928,
top cells by area,"dfxtp_1, dlxtp_1, ha_1",
Max Clk Rate,1060,MHz
final cell count without fillers,67,
initial antenna violation count,0,
largest net degree at the start of global routing,5,
endpoints left unconstrained,8,
total core area,3420,sq um
tally of buffers added on design ports,5,
Startpoint Class,flop,
Final Hold Fails,0,
WL/cell,4.57,um
fillers,404,
root buffer cell,clkbuf_4,
clk slew on worst S/H paths,0.03,ns
Pwr Total,0.365,mW
CP max stage delay,0.29,ns
max_cap viols,0,
Worst Tran Pin Value,0.132,ns
first-pass GRT wire length,469,um
Syn Inst Count,13,
Ys Warns,6,
CTS Hold Buffers Added,0,
Layout area overhead,69.9,%
dpl cells,64,
vias in the first global route,126,
Avg Synthesized Cell Area,13.8,sq um
post-DP HPWL,251,um
vias post-DR,103,
Routed Antenna Nets,0,
crit path DAT,0.75,ns
Init Core Util,0.0524,
Leakage,0.114,nW
Pins Over Slew Limit,0,
register pins left without a clock,4,
chip width,80,um
Pre-antenna DRT Iters,3,
CTS Buf Count,3,
Setup crit end kind,primary output,
worst-path cell chain,dlygate4sd2_1,
worst path bufs/invs,1,
CTS tree,built,
VDD IR-drop max,110,uV
Critical-path top delay cell,dfxtp_1,
fraction of layout cells with a size suffix above 1,0.143,
Die H,80,um
Row Count,21,
CTS H-tree depth,1,
ys cells,13,
Required @ worst endpoint,0.80,ns
"Remaining Overflow, GRT",0,
Hold Path Class,reg2out,
setup repair bufs after CTS,0,
minimum clock period,0.948,ns
critical path class,reg2out,
Top-area cell share,0.448,
RSZ-0062 raised after global routing,no,
tool warnings,27,
DR DRC count,0,
vias per cell,1.54,
I/O pin total,8,
hold path start,count[1],
YS chip area,179,sq um
==> report_power, final <==
part	internal (mW)	switching [mW]
sequential	0.166	0
clock	0.134	0.0604
combinational	0.00346	0.00148
==> worst max path at each step <==
stage	from	end	slack (ns)	cells after the start
after CTS	count[0]	count[0]	0.03	1
after global routing	count[0]	count[0]	0.02	1
final	count[0]	count[0]	0.05	1
==> layer usage <==
metal / up-vias / wire length, um / track usage
met5: - / 0 / 0
met2: 8 / 89 / 0.0112
met3: 2 / 90 / 0.0114
met1: 37 / 108 / 0.00801
met4: 0 / 17 / 0.00704
li1: 56 / - / -
==> logic make-up (layout without fill, tap and decap cells) <==
group	after synthesis	after routing	share of synthesized area
and+or+nand+nor	1	1	0.0279
latches	4	4	0.336
adders and majority gates	1	1	0.0699
buffers and inverters	1	9	0.0210
DFF	4	4	0.448
xor gates and xnor gates	2	2	0.0979
==> registers in the layout, indices dropped and copies added, names as in the netlist <==
register and flops:
count 4, temp 4
==> Yosys cell counts (all sizes together) <==
master / instances
dfxtp: 4
dlxtp: 4
ha: 1
inv: 1
nand3: 1
xnor2: 1
xor2: 1
==> through the flow <==
stage | hold slack (ns) | setup slack [ns] | instance area (sq um) | utilization
after floorplan | 0.458 | 0.538 | 179 | -
after global placement | 0.873 | 0.0580 | 287 | 0.0839
after detailed placement | 0.876 | 0.0386 | 287 | 0.0839
after CTS | 0.934 | 0.0303 | 304 | 0.0890
after global routing | 0.952 | 0.0219 | 304 | 0.0890
final | 0.915 | 0.0523 | 304 | 0.0890
==> layout make-up <==
cell class	count	area, sq um	share of cell area
Multi-Input combinational cell	4	35.0	0.115
Sequential cell	8	140	0.461
Inverter	1	3.75	0.0123
Tap cell	46	57.6	0.189
Timing Repair Buffer	5	45.0	0.148
Clock buffer	3	22.5	0.0741
Power figures rest on the tool's default switching activity, not on a simulated workload.
