==> /design/flow/config.mk <==
export PLATFORM = sky130hd
export DESIGN_NAME = Ram
export DESIGN_NICKNAME = Ram
export VERILOG_FILES = /design/flow/design.v
export SDC_FILE = /design/flow/constraint.sdc
export NUM_CORES = 4
export LEC_CHECK = 1
export CORE_AREA = 10 10 70 70
export DIE_AREA = 0 0 80 80
==> /design/flow/constraint.sdc <==
current_design Ram

set clk_period 1.7
set clk_io_pct 0.2

create_clock -name clk0 -period $clk_period

set non_clock_inputs [all_inputs -no_clocks]
set_input_delay [expr $clk_period * $clk_io_pct] -clock clk0 $non_clock_inputs
set_output_delay [expr $clk_period * $clk_io_pct] -clock clk0 [all_outputs]
==> /design/flow/design.v <==
`timescale 1ns/1ps
module Ram( input [3:0]address,
            input ce,
            output reg[7:0]data_out );
    reg [7:0]memory[0:15];
    initial begin
        memory[0] =  8'b00001010;
        memory[1] =  8'b00101001;
        memory[2] =  8'b00011011;
        memory[3] =  8'b00011100;
        memory[4] =  8'b1110zzzz;
        memory[5] =  8'b1111zzzz;
        memory[6] =  8'bzzzzzzzz;
        memory[7] =  8'bzzzzzzzz;
        memory[8] =  8'bzzzzzzzz;
        memory[9] =  8'b00000000; 
        memory[10] =  8'b00000001; 
        memory[11] =  8'b00000001; 
        memory[12] =  8'b00000001; 
        memory[13] =  8'b00001001;
        memory[14] =  8'b00001001;
        memory[15] =  8'b00011010;
    end
    always @(ce)
    begin
        if( ce == 1 )
            data_out <=  memory[address];
        else
            data_out <= 8'bzzzzzzzz;
    end
endmodule
==> /design/flow/run.sh <==
#!/bin/bash
# OpenROAD 26Q1-2900-gdf79404cd8, Yosys 0.63+post, stock flow scripts
make -C /OpenROAD-flow-scripts/flow DESIGN_CONFIG=/design/flow/config.mk WORK_HOME=/design/flow/orfs finish
==> results.toml <==
# flow metrics
[setup_path]
path_cells = "clkdlybuf4s15_1, buf_4, inv_1, nor2_2, clkdlybuf4s50_1"
arrival_ns = 1.29
cp-end-kind = "output pin"
critPathMaxStageDelay_ns = 0.47
criticalPathCategory = "input pin to output pin"
critPathTopFamily = "buffers and inverters"
required_ns = 1.36
path_max_fanout = 3
slowest_stage = "clkdlybuf4s50_1"
start_kind = "input pin"
path_buffers = 4

[timing]
hold_viol_final = 0
whs_ns = 1.08
fmax_ghz = 0.615
slew_headroom_pct = 89.0
fin_crit_ns = 1.63
fin_ws_ns = 0.0728
rsz0062_at_grt = "false"
final_max_slew_viol_count = 0
setup_viol = 0
worst_slew_pin_slew_ns = 0.161
fin_crit_sh_pct = 95.7

[synthesis]
netlist_instances = 21
synth_area_um2 = 136
syn_area_per_cell_um2 = 6.49
top_area_cell = "ha_1"
yosys_area_um2 = 136
synthDistinctLibCells = 10
ys_cells = 21
synthTopCellsByArea = "ha_1, mux2i_1, o22ai_1, inv_1, nor2_1"
ys_warn_count = 7
yosysTopAreaCellShare_pct = 27.5
top_cells_by_count = "inv_1, nor2_1, ha_1, o22ai_1, mux2i_1"
synth_seq_share_pct = 0

[floorplanning]
fp_util_pct = 3.99
dieArea_um2 = 6400
die_x_um = 80
rows = 21
core_um2 = 3420
ios = 13
die_y_um = 80

[global_routing]
grt_start_max_net_pins = 5
grt_usage_pct = 1.45
grt_pass1_wl_um = 834
grt_pass1_vias = 197
overflow = 0
antenna_found_initial = 0

[route]
drtIter0Drc = 6
vias = 199
wl_per_cell_um = 6.12
via_per_inst = 2.37
first_pass_iters = 4
final_antenna_net_count = 0
wirelength_um = 514
drcViolationCount = 0
n_antenna_cell = 0

[power_and_ir_drop]
swShare_pct = 37.2
p_leak_nw = 0.170
clock_power_share_pct = 0
power_switching_mw = 0.0240
comb_power_share_pct = 100.0
p_int_mw = 0.0405
p_per_area_nw_per_um2 = 180
power.share.sequential_pct = 0
ir_drop_v = 0.0000173

[min_path]
min_path_type = "input pin to output pin"
hold_depth = 3
hp-start = "address[0]"
hold_end = "data_out[1]"

[cells_and_area]
ff_count = 0
regArea_um2 = 0
syn_to_final_growth_pct = 162
drive_gt1_share_pct = 36.8
n_clock_buffer = 0
fillers = 401
combGateArea_um2 = 130

[flow_run]
maxCapViolCount = 0
tool_warnings = 35

[cts]
hold_buffers = 0

[placed_design]
gp_congestion = 0.759
portBuffers = 12
dpl_worst_slack_ns = -0.509
hpwl_um = 450

[status]
outcome = "complete, no violations"
==> per-layer routing <==
| layer | routed length (µm) | GRT usage, % | vias up |
|---|---|---|---|
| met5 | 0 | 0 | - |
| met4 | 0 | 0 | 0 |
| met3 | 97 | 0.341 | 0 |
| met2 | 197 | 2.73 | 12 |
| met1 | 219 | 1.71 | 85 |
| li1 | - | - | 102 |
==> placed cells by master, fill, tap and decap left out <==
cell type        instances
inv_1                    4
o22ai_1                  2
clkbuf_2                 2
o22ai_2                  1
nand2_1                  1
ha_1                     2
nor2_2                   1
buf_6                    1
nor2_1                   3
ha_4                     1
o21ai_1                  1
buf_2                    1
clkdlybuf4s50_1          2
mux2i_1                  2
clkdlybuf4s15_1          2
or2_4                    1
buf_4                    6
dlygate4sd2_1            5
==> cells by family after synthesis <==
group / share of synthesized area (%)
AND/OR/NAND/NOR: 20.2
buffers and inverters: 20.2
AND-OR/OR-AND: 17.4
adder cells (fa/ha/maj): 27.5
multiplexers: 14.7
==> worst max path at each step <==
stage	to	slack (ns)	cells past startpoint	startpoint
after global routing	data_out[7]	0.02	5	address[2]
final	data_out[7]	0.07	5	address[2]
after CTS	data_out[7]	0.01	5	address[2]
==> power by group through the flow <==
stage	logic, mW	registers (mW)	clock network, mW
after CTS	0.0645	0	0
after global routing	0.0732	0	0
final	0.0645	0	0
==> metrics by stage <==
stage	cell area [µm²]	setup TNS (ns)	instances	power [mW]	util, %
2_1_floorplan	136	0	21	0.0211	-
3_3_place_gp	347	-2.99	83	0.0684	10.1
3_5_place_dp	347	-3.03	83	0.0686	10.1
4_1_cts	359	0	84	0.0645	10.5
5_1_grt	358	0	84	0.0732	10.5
6_report	358	0	84	0.0645	10.5
==> area by class of cell <==
cell class                      instances  area share, %
Tap cell                               46           16.1
Timing Repair Buffer                   19           43.4
Multi-Input combinational cell         15           36.4
Inverter                                4           4.20
==> tightest hold or removal path, cell delays in order <==
cell             delay (ns)
buf_2                  0.14
o22ai_1                0.09
clkdlybuf4s15_1        0.17
==> what timing repair did <==
item | 4_1_cts | 5_1_grt
pin swaps | 4 | 2
hold endpoints to repair | 0 | 0
resized | 20 | 5
setup endpoints to repair | 8 | 6
buffers inserted | 1 | 0
Power and IR drop assume default switching activity.
